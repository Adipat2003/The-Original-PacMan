==> design.v <==
module scared_ghost (
	input logic [7:0] address,
	output logic [3:0] q
);
logic [3:0] memory [0:255]  ;
always_comb 
begin
	q = memory[address];
end
always_comb
begin
    memory [0] = 4'h1;
    memory [1] = 4'h1;
    memory [2] = 4'h1;
    memory [3] = 4'h1;
    memory [4] = 4'h1;
    memory [5] = 4'h1;
    memory [6] = 4'h1;
    memory [7] = 4'h1;
    memory [8] = 4'h1;
    memory [9] = 4'h1;
    memory [10] = 4'h1;
    memory [11] = 4'h1;
    memory [12] = 4'h1;
    memory [13] = 4'h1;
    memory [14] = 4'h1;
    memory [15] = 4'h1;
    memory [16] = 4'h1;
    memory [17] = 4'h1;
    memory [18] = 4'h1;
    memory [19] = 4'h1;
    memory [20] = 4'h1;
    memory [21] = 4'h1;
    memory [22] = 4'h0;
    memory [23] = 4'h0;
    memory [24] = 4'h0;
    memory [25] = 4'h0;
    memory [26] = 4'h1;
    memory [27] = 4'h1;
    memory [28] = 4'h1;
    memory [29] = 4'h1;
    memory [30] = 4'h1;
    memory [31] = 4'h1;
    memory [32] = 4'h1;
    memory [33] = 4'h1;
    memory [34] = 4'h1;
    memory [35] = 4'h1;
    memory [36] = 4'h0;
    memory [37] = 4'h0;
    memory [38] = 4'h0;
    memory [39] = 4'h0;
    memory [40] = 4'h0;
    memory [41] = 4'h0;
    memory [42] = 4'h0;
    memory [43] = 4'h0;
    memory [44] = 4'h1;
    memory [45] = 4'h1;
    memory [46] = 4'h1;
    memory [47] = 4'h1;
    memory [48] = 4'h1;
    memory [49] = 4'h1;
    memory [50] = 4'h1;
    memory [51] = 4'h0;
    memory [52] = 4'h0;
    memory [53] = 4'h0;
    memory [54] = 4'h0;
    memory [55] = 4'h0;
    memory [56] = 4'h0;
    memory [57] = 4'h0;
    memory [58] = 4'h0;
    memory [59] = 4'h0;
    memory [60] = 4'h0;
    memory [61] = 4'h1;
    memory [62] = 4'h1;
    memory [63] = 4'h1;
    memory [64] = 4'h1;
    memory [65] = 4'h1;
    memory [66] = 4'h0;
    memory [67] = 4'h0;
    memory [68] = 4'h0;
    memory [69] = 4'h0;
    memory [70] = 4'h0;
    memory [71] = 4'h0;
    memory [72] = 4'h0;
    memory [73] = 4'h0;
    memory [74] = 4'h0;
    memory [75] = 4'h0;
    memory [76] = 4'h0;
    memory [77] = 4'h0;
    memory [78] = 4'h1;
    memory [79] = 4'h1;
    memory [80] = 4'h1;
    memory [81] = 4'h1;
    memory [82] = 4'h0;
    memory [83] = 4'h0;
    memory [84] = 4'h0;
    memory [85] = 4'h0;
    memory [86] = 4'h0;
    memory [87] = 4'h0;
    memory [88] = 4'h0;
    memory [89] = 4'h0;
    memory [90] = 4'h0;
    memory [91] = 4'h0;
    memory [92] = 4'h0;
    memory [93] = 4'h0;
    memory [94] = 4'h1;
    memory [95] = 4'h1;
    memory [96] = 4'h1;
    memory [97] = 4'h1;
    memory [98] = 4'h0;
    memory [99] = 4'h0;
    memory [100] = 4'h0;
    memory [101] = 4'h2;
    memory [102] = 4'h2;
    memory [103] = 4'h0;
    memory [104] = 4'h0;
    memory [105] = 4'h2;
    memory [106] = 4'h2;
    memory [107] = 4'h0;
    memory [108] = 4'h0;
    memory [109] = 4'h0;
    memory [110] = 4'h1;
    memory [111] = 4'h1;
    memory [112] = 4'h1;
    memory [113] = 4'h0;
    memory [114] = 4'h0;
    memory [115] = 4'h0;
    memory [116] = 4'h0;
    memory [117] = 4'h2;
    memory [118] = 4'h2;
    memory [119] = 4'h0;
    memory [120] = 4'h0;
    memory [121] = 4'h2;
    memory [122] = 4'h2;
    memory [123] = 4'h0;
    memory [124] = 4'h0;
    memory [125] = 4'h0;
    memory [126] = 4'h0;
    memory [127] = 4'h1;
    memory [128] = 4'h1;
    memory [129] = 4'h0;
    memory [130] = 4'h0;
    memory [131] = 4'h0;
    memory [132] = 4'h0;
    memory [133] = 4'h0;
    memory [134] = 4'h0;
    memory [135] = 4'h0;
    memory [136] = 4'h0;
    memory [137] = 4'h0;
    memory [138] = 4'h0;
    memory [139] = 4'h0;
    memory [140] = 4'h0;
    memory [141] = 4'h0;
    memory [142] = 4'h0;
    memory [143] = 4'h1;
    memory [144] = 4'h1;
    memory [145] = 4'h0;
    memory [146] = 4'h0;
    memory [147] = 4'h0;
    memory [148] = 4'h0;
    memory [149] = 4'h0;
    memory [150] = 4'h0;
    memory [151] = 4'h0;
    memory [152] = 4'h0;
    memory [153] = 4'h0;
    memory [154] = 4'h0;
    memory [155] = 4'h0;
    memory [156] = 4'h0;
    memory [157] = 4'h0;
    memory [158] = 4'h0;
    memory [159] = 4'h1;
    memory [160] = 4'h1;
    memory [161] = 4'h0;
    memory [162] = 4'h0;
    memory [163] = 4'h2;
    memory [164] = 4'h2;
    memory [165] = 4'h0;
    memory [166] = 4'h0;
    memory [167] = 4'h2;
    memory [168] = 4'h2;
    memory [169] = 4'h0;
    memory [170] = 4'h0;
    memory [171] = 4'h2;
    memory [172] = 4'h2;
    memory [173] = 4'h0;
    memory [174] = 4'h0;
    memory [175] = 4'h1;
    memory [176] = 4'h1;
    memory [177] = 4'h0;
    memory [178] = 4'h2;
    memory [179] = 4'h0;
    memory [180] = 4'h0;
    memory [181] = 4'h2;
    memory [182] = 4'h2;
    memory [183] = 4'h0;
    memory [184] = 4'h0;
    memory [185] = 4'h2;
    memory [186] = 4'h2;
    memory [187] = 4'h0;
    memory [188] = 4'h0;
    memory [189] = 4'h2;
    memory [190] = 4'h0;
    memory [191] = 4'h1;
    memory [192] = 4'h1;
    memory [193] = 4'h0;
    memory [194] = 4'h0;
    memory [195] = 4'h0;
    memory [196] = 4'h0;
    memory [197] = 4'h0;
    memory [198] = 4'h0;
    memory [199] = 4'h0;
    memory [200] = 4'h0;
    memory [201] = 4'h0;
    memory [202] = 4'h0;
    memory [203] = 4'h0;
    memory [204] = 4'h0;
    memory [205] = 4'h0;
    memory [206] = 4'h0;
    memory [207] = 4'h1;
    memory [208] = 4'h1;
    memory [209] = 4'h0;
    memory [210] = 4'h0;
    memory [211] = 4'h0;
    memory [212] = 4'h0;
    memory [213] = 4'h1;
    memory [214] = 4'h0;
    memory [215] = 4'h0;
    memory [216] = 4'h0;
    memory [217] = 4'h0;
    memory [218] = 4'h1;
    memory [219] = 4'h0;
    memory [220] = 4'h0;
    memory [221] = 4'h0;
    memory [222] = 4'h0;
    memory [223] = 4'h1;
    memory [224] = 4'h1;
    memory [225] = 4'h1;
    memory [226] = 4'h0;
    memory [227] = 4'h0;
    memory [228] = 4'h1;
    memory [229] = 4'h1;
    memory [230] = 4'h1;
    memory [231] = 4'h0;
    memory [232] = 4'h0;
    memory [233] = 4'h1;
    memory [234] = 4'h1;
    memory [235] = 4'h1;
    memory [236] = 4'h0;
    memory [237] = 4'h0;
    memory [238] = 4'h1;
    memory [239] = 4'h1;
    memory [240] = 4'h1;
    memory [241] = 4'h1;
    memory [242] = 4'h1;
    memory [243] = 4'h1;
    memory [244] = 4'h1;
    memory [245] = 4'h1;
    memory [246] = 4'h1;
    memory [247] = 4'h1;
    memory [248] = 4'h1;
    memory [249] = 4'h1;
    memory [250] = 4'h1;
    memory [251] = 4'h1;
    memory [252] = 4'h1;
    memory [253] = 4'h1;
    memory [254] = 4'h1;
    memory [255] = 4'h1;
end
endmodule
==> run.sh <==
#!/bin/bash
# OpenROAD 26Q1-2900-gdf79404cd8, Yosys 0.63+post, stock flow scripts
make -C /OpenROAD-flow-scripts/flow DESIGN_CONFIG=/design/flow/config.mk WORK_HOME=/design/flow/orfs finish
==> config.mk <==
export PLATFORM = sky130hd
export DESIGN_NAME = scared_ghost
export DESIGN_NICKNAME = scared_ghost
export VERILOG_FILES = /design/flow/design.v
export SDC_FILE = /design/flow/constraint.sdc
export NUM_CORES = 4
export LEC_CHECK = 1
export CORE_AREA = 10 10 70 70
export DIE_AREA = 0 0 80 80
==> constraint.sdc <==
current_design scared_ghost

set clk_period 3.1
set clk_io_pct 0.2

create_clock -name clk0 -period $clk_period

set non_clock_inputs [all_inputs -no_clocks]
set_input_delay [expr $clk_period * $clk_io_pct] -clock clk0 $non_clock_inputs
set_output_delay [expr $clk_period * $clk_io_pct] -clock clk0 [all_outputs]
==> Slide: Implementation Results <==
Physical Implementation Snapshot

Status
  – Status: completed

Setup path
  – Most common cell type on the critical path: buf_4
  – Maximum fanout count along the critical path: 5
  – Worst path required time: 2480 ps
  – Endpoint kind of the worst setup timing path: output pin
  – Cells along the critical path: clkdlybuf4s15_2, buf_6, inv_1, buf_4, nand3_1, o21ai_0, o22ai_1, a22o_1, buf_4, and4b_1, dlygate4sd2_1
  – Startpoint types: input pin
  – Slowest CP cell: clkdlybuf4s15_2
  – WS Path Type: in2out
  – Max stage delay on crit path: 230 ps
  – Data arrival at the endpoint of the critical path: 2400 ps

Routing
  – Average vias per placed instance: 5.34
  – Antenna cell count: 0
  – Iter 0 DRT Violations: 110
  – Detailed Route WL: 3330 µm
  – Total DRC errors in the routed layout: 0
  – Total number of vias: 1270
  – Post-detailed-route wirelength per cell: 14.0 µm
  – Final ANT Viol Nets: 0
  – Detailed-routing iteration count for the pre-antenna-repair pass: 4

Final timing
  – Minimum clock period: 3020 ps
  – Timing-limited maximum frequency: 332 MHz
  – Hold Vio Cnt, Final: 0
  – Setup slack after layout: 84.0 ps
  – Count of pins over their slew limit: 0
  – Final total negative setup slack: 0 ps
  – Smallest hold slack: 2200 ps
  – Unrepaired setup endpoints after global routing: false
  – Setup violators final: 0
  – Tcrit/Tclk final: 97.3%

Synthesis
  – Portion of synthesized cell area occupied by the leading cell type: 6.82%
  – Cell Area, Synth: 955 µm²
  – Number of warnings reported in the yosys synthesis log: 2
  – Portion of the post-synthesis area used by sequential elements: 0%
  – Top cell type by total area after synthesis: o21ai_0
  – Top area cell types: o21ai_0, buf_4, a21oi_1
  – Cell count after synthesis: 145
  – Chip area line of the yosys report: 955 µm²
  – Total cells reported by yosys after synthesis: 145
  – Average instance area after synthesis: 6.58 µm²
  – Number of unique standard cell types used by synthesis: 56

Power
  – Relative contribution of sequential cells to total power: 0%
  – Net Sw Frac: 47.2%
  – Relative contribution of combinational cells to total power: 100.0%
  – Power per standard cell area: 131 mW/mm²
  – Sw power: 0.0000920 W
  – Internal Power: 0.000103 W
  – Peak supply drop: 0.0683 mV
  – Part of the power in the clock network: 0%
  – LEAKAGE: 0.656 nW

Finish
  – Filler-free cell count of the finished design: 238
  – Final sequential cell count: 0
  – Clock buffer count in the final layout: 0
  – Gate Area: 881 µm²
  – Share of layout cells above drive strength 1: 43.2%
  – Area added between synthesis and finish: 55.8%
  – Top Layout Cells: buf_4, nand2_1, buf_6
  – Filler cell count: 354
  – Post-layout utilization of the core: 43.6%
  – Total area of sequential cells: 0 µm²
  – Most numerous logic cell after layout: buf_4

Global route
  – Tot GR Track Use: 10.3%
  – Global-route wire length before repair: 5730 µm
  – Vias in the first global route: 1219
  – Remaining global-route overflow: 0
  – Antenna violations before repair: 0
  – Pin count of the biggest net entering global routing: 15

Placed design
  – Placement Setup Slack: -527 ps
  – Post-Place Cells: 234
  – # port buffers: 10
  – Placed wire-length estimate: 2470 µm
  – Final RePlAce weighted congestion: 0.941

Floorplan
  – Boundary pin count: 12
  – Vertical extent of the die: 80 µm
  – Floorplan Core Area: 0.00342 mm²
  – Starting density of the core: 27.9%
  – Total Die Area: 0.00640 mm²
  – Placement row count: 21
  – Die width: 80 µm

Worst hold path
  – Classification of the worst-slack hold path: in2out

Run
  – OpenROAD warning count: 32
  – # Max-Cap Violations: 0

Clocking
  – Hold buffer count at CTS: 0
-- power by group through the flow --
stage                 clock network (W)  registers [W]  logic (W)
final                                 0              0   0.000195
after global routing                  0              0   0.000211
after CTS                             0              0   0.000187
-- through the flow --
stage                     instance area [µm²]   power, W
after global placement                   1350   0.000170
final                                    1490   0.000195
after CTS                                1460   0.000187
after floorplan                           958  0.0000974
after global routing                     1490   0.000211
after detailed placement                 1350   0.000170
-- cell usage after synthesis (all sizes together), types with 2 or more instances --
cell / number
buf: 17
o21ai: 14
nand2: 11
a21oi: 9
inv: 7
nand2b: 7
nor2: 6
nand3: 5
nor3: 5
nor4: 5
o22ai: 5
a211oi: 3
and3: 3
nand4b: 3
o2111ai: 3
a21o: 2
a31oi: 2
nand4: 2
nor2b: 2
o211a: 2
o221ai: 2
o2bb2ai: 2
or2: 2
or4b: 2
xnor2: 2
-- timing repair --
| item | 4_1_cts | 5_1_grt |
|---|---|---|
| buffers inserted | 2 | 2 |
| endpoints found under the setup margin | 2 | 1 |
| gates resized | 58 | 5 |
| pin swaps | 9 | 2 |
| cloned | 1 | 0 |
-- critical path, delay by kind of cell --
| family | cells | cell delay, ps |
|---|---|---|
| AOI/OAI and AO/OA | 3 | 460 |
| and+or+nand+nor | 2 | 280 |
| buffers and inverters | 6 | 1040 |
-- area by class of cell --
type	instances	area share, %
inverter	7	1.77
timing repair buffer	64	35.2
tap	46	3.87
multi-input combinational	121	59.2
-- cells by family after synthesis --
logic type,synth area share [%]
buffers and inverters,17.7
AND-OR/OR-AND,38.1
other,0.393
AND/OR/NAND/NOR,41.0
XOR/XNOR,2.75
-- layer usage --
layer,vias to the layer above,global-route usage [%],routed length [µm]
met5,-,0,0
met4,0,1.41,10
met3,2,0.341,88
met2,24,17.5,1530
met1,595,14.5,1700
li1,649,-,-
-- worst paths after layout --
path	from	cells past startpoint	slack [ps]	end
worst max-delay path	address[1]	11	80	q[1]
worst min-delay path	address[7]	7	2200	q[1]
Power and IR drop assume default switching activity.
