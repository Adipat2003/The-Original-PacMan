## flow/config.mk

```make
export PLATFORM = sky130hd
export DESIGN_NAME = packman_rom
export DESIGN_NICKNAME = packman_rom
export VERILOG_FILES = /design/flow/design.v
export SDC_FILE = /design/flow/constraint.sdc
export NUM_CORES = 4
export LEC_CHECK = 1
export CORE_AREA = 10 10 86 86
export DIE_AREA = 0 0 96 96
```

## flow/run.sh

```bash
#!/bin/bash
# OpenROAD 26Q1-2900-gdf79404cd8, Yosys 0.63+post, stock flow scripts
make -C /OpenROAD-flow-scripts/flow DESIGN_CONFIG=/design/flow/config.mk WORK_HOME=/design/flow/orfs finish
```

## flow/constraint.sdc

```tcl
current_design packman_rom

set clk_period 3.2
set clk_io_pct 0.2

create_clock -name clk0 -period $clk_period

set non_clock_inputs [all_inputs -no_clocks]
set_input_delay [expr $clk_period * $clk_io_pct] -clock clk0 $non_clock_inputs
set_output_delay [expr $clk_period * $clk_io_pct] -clock clk0 [all_outputs]
```

## flow/design.v

```verilog
module packman_rom (
	input logic [7:0] address,
	output logic [3:0] q
);
logic [3:0] memory [0:255]  ;
always_comb 
begin
	q = memory[address];
end
always_comb
begin
    memory [0] = 4'h0;
    memory [1] = 4'h0;
    memory [2] = 4'h0;
    memory [3] = 4'h0;
    memory [4] = 4'h0;
    memory [5] = 4'h0;
    memory [6] = 4'h0;
    memory [7] = 4'h0;
    memory [8] = 4'h0;
    memory [9] = 4'h0;
    memory [10] = 4'h0;
    memory [11] = 4'h0;
    memory [12] = 4'h0;
    memory [13] = 4'h0;
    memory [14] = 4'h0;
    memory [15] = 4'h0;
    memory [16] = 4'h0;
    memory [17] = 4'h0;
    memory [18] = 4'h0;
    memory [19] = 4'h0;
    memory [20] = 4'h0;
    memory [21] = 4'h0;
    memory [22] = 4'h1;
    memory [23] = 4'h1;
    memory [24] = 4'h1;
    memory [25] = 4'h1;
    memory [26] = 4'h0;
    memory [27] = 4'h0;
    memory [28] = 4'h0;
    memory [29] = 4'h0;
    memory [30] = 4'h0;
    memory [31] = 4'h0;
    memory [32] = 4'h0;
    memory [33] = 4'h0;
    memory [34] = 4'h0;
    memory [35] = 4'h0;
    memory [36] = 4'h1;
    memory [37] = 4'h1;
    memory [38] = 4'h1;
    memory [39] = 4'h1;
    memory [40] = 4'h1;
    memory [41] = 4'h1;
    memory [42] = 4'h1;
    memory [43] = 4'h1;
    memory [44] = 4'h0;
    memory [45] = 4'h0;
    memory [46] = 4'h0;
    memory [47] = 4'h0;
    memory [48] = 4'h0;
    memory [49] = 4'h0;
    memory [50] = 4'h0;
    memory [51] = 4'h1;
    memory [52] = 4'h1;
    memory [53] = 4'h1;
    memory [54] = 4'h1;
    memory [55] = 4'h1;
    memory [56] = 4'h1;
    memory [57] = 4'h1;
    memory [58] = 4'h1;
    memory [59] = 4'h1;
    memory [60] = 4'h1;
    memory [61] = 4'h0;
    memory [62] = 4'h0;
    memory [63] = 4'h0;
    memory [64] = 4'h0;
    memory [65] = 4'h0;
    memory [66] = 4'h1;
    memory [67] = 4'h1;
    memory [68] = 4'h1;
    memory [69] = 4'h2;
    memory [70] = 4'h2;
    memory [71] = 4'h1;
    memory [72] = 4'h1;
    memory [73] = 4'h1;
    memory [74] = 4'h1;
    memory [75] = 4'h2;
    memory [76] = 4'h2;
    memory [77] = 4'h1;
    memory [78] = 4'h0;
    memory [79] = 4'h0;
    memory [80] = 4'h0;
    memory [81] = 4'h0;
    memory [82] = 4'h1;
    memory [83] = 4'h1;
    memory [84] = 4'h2;
    memory [85] = 4'h2;
    memory [86] = 4'h2;
    memory [87] = 4'h2;
    memory [88] = 4'h1;
    memory [89] = 4'h1;
    memory [90] = 4'h2;
    memory [91] = 4'h2;
    memory [92] = 4'h2;
    memory [93] = 4'h2;
    memory [94] = 4'h0;
    memory [95] = 4'h0;
    memory [96] = 4'h0;
    memory [97] = 4'h0;
    memory [98] = 4'h1;
    memory [99] = 4'h1;
    memory [100] = 4'h2;
    memory [101] = 4'h2;
    memory [102] = 4'h3;
    memory [103] = 4'h3;
    memory [104] = 4'h1;
    memory [105] = 4'h1;
    memory [106] = 4'h2;
    memory [107] = 4'h2;
    memory [108] = 4'h3;
    memory [109] = 4'h3;
    memory [110] = 4'h0;
    memory [111] = 4'h0;
    memory [112] = 4'h0;
    memory [113] = 4'h1;
    memory [114] = 4'h1;
    memory [115] = 4'h1;
    memory [116] = 4'h2;
    memory [117] = 4'h2;
    memory [118] = 4'h3;
    memory [119] = 4'h3;
    memory [120] = 4'h1;
    memory [121] = 4'h1;
    memory [122] = 4'h2;
    memory [123] = 4'h2;
    memory [124] = 4'h3;
    memory [125] = 4'h3;
    memory [126] = 4'h1;
    memory [127] = 4'h0;
    memory [128] = 4'h0;
    memory [129] = 4'h1;
    memory [130] = 4'h1;
    memory [131] = 4'h1;
    memory [132] = 4'h1;
    memory [133] = 4'h2;
    memory [134] = 4'h2;
    memory [135] = 4'h1;
    memory [136] = 4'h1;
    memory [137] = 4'h1;
    memory [138] = 4'h1;
    memory [139] = 4'h2;
    memory [140] = 4'h2;
    memory [141] = 4'h1;
    memory [142] = 4'h1;
    memory [143] = 4'h0;
    memory [144] = 4'h0;
    memory [145] = 4'h1;
    memory [146] = 4'h1;
    memory [147] = 4'h1;
    memory [148] = 4'h1;
    memory [149] = 4'h1;
    memory [150] = 4'h1;
    memory [151] = 4'h1;
    memory [152] = 4'h1;
    memory [153] = 4'h1;
    memory [154] = 4'h1;
    memory [155] = 4'h1;
    memory [156] = 4'h1;
    memory [157] = 4'h1;
    memory [158] = 4'h1;
    memory [159] = 4'h0;
    memory [160] = 4'h0;
    memory [161] = 4'h1;
    memory [162] = 4'h1;
    memory [163] = 4'h1;
    memory [164] = 4'h1;
    memory [165] = 4'h1;
    memory [166] = 4'h1;
    memory [167] = 4'h1;
    memory [168] = 4'h1;
    memory [169] = 4'h1;
    memory [170] = 4'h1;
    memory [171] = 4'h1;
    memory [172] = 4'h1;
    memory [173] = 4'h1;
    memory [174] = 4'h1;
    memory [175] = 4'h0;
    memory [176] = 4'h0;
    memory [177] = 4'h1;
    memory [178] = 4'h1;
    memory [179] = 4'h1;
    memory [180] = 4'h1;
    memory [181] = 4'h1;
    memory [182] = 4'h1;
    memory [183] = 4'h1;
    memory [184] = 4'h1;
    memory [185] = 4'h1;
    memory [186] = 4'h1;
    memory [187] = 4'h1;
    memory [188] = 4'h1;
    memory [189] = 4'h1;
    memory [190] = 4'h1;
    memory [191] = 4'h0;
    memory [192] = 4'h0;
    memory [193] = 4'h1;
    memory [194] = 4'h1;
    memory [195] = 4'h1;
    memory [196] = 4'h1;
    memory [197] = 4'h1;
    memory [198] = 4'h1;
    memory [199] = 4'h1;
    memory [200] = 4'h1;
    memory [201] = 4'h1;
    memory [202] = 4'h1;
    memory [203] = 4'h1;
    memory [204] = 4'h1;
    memory [205] = 4'h1;
    memory [206] = 4'h1;
    memory [207] = 4'h0;
    memory [208] = 4'h0;
    memory [209] = 4'h1;
    memory [210] = 4'h1;
    memory [211] = 4'h0;
    memory [212] = 4'h1;
    memory [213] = 4'h1;
    memory [214] = 4'h1;
    memory [215] = 4'h0;
    memory [216] = 4'h0;
    memory [217] = 4'h1;
    memory [218] = 4'h1;
    memory [219] = 4'h1;
    memory [220] = 4'h0;
    memory [221] = 4'h1;
    memory [222] = 4'h1;
    memory [223] = 4'h0;
    memory [224] = 4'h0;
    memory [225] = 4'h1;
    memory [226] = 4'h0;
    memory [227] = 4'h0;
    memory [228] = 4'h0;
    memory [229] = 4'h1;
    memory [230] = 4'h1;
    memory [231] = 4'h0;
    memory [232] = 4'h0;
    memory [233] = 4'h1;
    memory [234] = 4'h1;
    memory [235] = 4'h0;
    memory [236] = 4'h0;
    memory [237] = 4'h0;
    memory [238] = 4'h1;
    memory [239] = 4'h0;
    memory [240] = 4'h0;
    memory [241] = 4'h0;
    memory [242] = 4'h0;
    memory [243] = 4'h0;
    memory [244] = 4'h0;
    memory [245] = 4'h0;
    memory [246] = 4'h0;
    memory [247] = 4'h0;
    memory [248] = 4'h0;
    memory [249] = 4'h0;
    memory [250] = 4'h0;
    memory [251] = 4'h0;
    memory [252] = 4'h0;
    memory [253] = 4'h0;
    memory [254] = 4'h0;
    memory [255] = 4'h0;
end
endmodule
```

==> CHANGELOG.md <==
### Changed

- Status: completed
- Commonest cells in the netlist: nand2_1, a21oi_1, buf_2, nor2b_1
- Io pins: 12
- Pre-Repair DR Iteration Count: 4
- Final Core Density: 30.0%
- Die X: 96 um
- Uppermost routed layer: met4
- DR WL met3: 282 um
- Dpl cells: 273
- Fin. Hold Viols: 0
- FMAX: 321 MHz
- ANT nets after route: 0
- Endpoints failing setup: 0
- Most numerous cell in the Yosys netlist: nand2_1
- Hold Crit Depth: 6
- Hold endpoint: q[1]
- Die Ht: 96 um
- Share of cells above drive strength 1: 37.5%
- Tool warning count: 32
- Metal2 WL: 1650 um
- Crit path DAT: 2480 ps
- DP Area: 1500 sq um
- # clk buffers: 0
- Setup slack after layout: 81.2 ps
- Ys cells: 172
- Crit. Startpoint: address[2]
- Cell Type Count: 52
- Largest net degree at the start of global routing: 22
- ANT cells: 0
- Seq pwr share: 0%
- Cell Area, Synth: 1140 sq um
- Yosys Chip Area: 1140 sq um
- Pwr Total: 0.207 mW
- Combinational share of power: 100.0%
- Power per Cell Area: 125 nW/um^2
- Pleak: 0.674 nW
- Gp weighted congestion: 0.955
- Detailed-route wire length per cell: 13.6 um
- Vias: 1438
- HPWL Detailed: 2680 um
- Maximum vdd ir drop: 55.1 uV
- Synth area leader: a21oi_1
- M1 wire length: 1850 um
- DRC viols: 0
- Flop count: 0
- Instance count of the mapped netlist: 172
- Final wirelength: 3810 um
- TNS Setup: 0 ps
- Final Hold Slack: 2040 ps
- Row count: 27
- Initial antenna violation count: 0
- Clock share of power: 0%
- WP data required: 2560 ps
- Crit path launch type: input pin
- Max-cap viol count: 0
- Place WS: -341 ps
- Crit Path Category: input pin to primary output
- Final Slew Violations: 0
- Crit path max fanout: 6
- First-pass GRT wire length: 6310 um
- Cell area after layout: 1660 sq um
- Synth area leaders: a21oi_1, nor3b_1, buf_6
- Yosys top cell area share: 6.14%
- Psw: 0.0991 mW
- Fin cells: 280
- Hold buffers post-CTS: 0
- Sw Share: 47.8%
- Core Region: 5540 sq um
- Worst hold path class: input pin to primary output
- Seq share, synth: 0%
- Mean Syn Cell Area: 6.63 sq um
- Fin crit share: 97.5%
- Int Pwr: 0.108 mW
- Worst min-delay path startpoint: address[3]
- 1st-iter DRT viols: 138
- RSZ-0062 raised after global routing: no
- Worst Setup End Kind: primary output
- Chip area: 9220 sq um
- Min Tclk post-route: 3120 ps
- Vias in the first global route: 1285
- GRT overflow: 0
- Ys Warns: 2
- Area Overhead vs Synth: 45.7%
- Core Util at FP: 20.6%
- Vias per cell: 5.14
- Sequential Area: 0 sq um
- IO buf count: 10
- Total track usage: 8.21%
-- cell usage in the layout (no fill, tap or decap), types with 4 or more instances in the layout --
master and count:
buf_4 35, nand2_1 16, a21oi_1 13, buf_6 10, nand2b_1 9, nor3b_1 8
nor2_1 7, nor2b_1 7, o21ai_1 6, nand4_1 5, mux2i_1 4, o21ai_0 4
clkbuf_2 4
-- cells by family (layout without fill, tap and decap cells) --
family / after synthesis / after routing / share of synthesized area [%]
compound gates: 54 / 54 / 31.7
xor+xnor: 2 / 2 / 1.54
buf+inv: 26 / 61 / 16.2
other cells: 1 / 2 / 0.329
simple gates: 81 / 81 / 42.8
mux: 8 / 8 / 7.46
-- timing repair --
item / in CTS / in global routing
setup endpoints to repair: 2 / 2
gates cloned: 4 / 0
setup buffers: 3 / 0
pin swaps: 6 / 13
resized: 36 / 19
-- final cells by class --
class	instances	area, sq um
well taps	72	90.1
inverters	2	7.51
fillers	602	3880
repair buffers	59	529
multi-input cells	147	1040
-- per-layer routing --
layer	GRT usage (%)	up-vias
li1	-	716
met2	12.2	54
met4	0.737	0
met5	0	-
met1	12.8	664
met3	0.865	4
-- power by group through the flow --
| stage | clock [mW] | combinational (mW) | sequential [mW] |
|---|---|---|---|
| after CTS | 0 | 0.200 | 0 |
| after global routing | 0 | 0.225 | 0 |
| final | 0 | 0.207 | 0 |
-- how the worst max path moves through the flow --
stage	to	slack (ps)	cells past startpoint
CTS	q[1]	0.08	8
global route	q[0]	9	9
finish	q[0]	80	9
-- worst max-delay path, cell delays in order --
cell and delay (ps):
dlygate4sd2_1 250, buf_6 140, or2_2 290, a211o_1 270
a31oi_1 150, a221o_1 150, nor2_2 40, and2_1 150
clkdlybuf4s50_1 400
Power figures rest on the tool's default switching activity, not on a simulated workload.
