## /design/flow/config.mk

```make
export PLATFORM = sky130hd
export DESIGN_NAME = map_vram_30x30
export DESIGN_NICKNAME = map_vram_30x30
export VERILOG_FILES = /design/flow/design.v
export SDC_FILE = /design/flow/constraint.sdc
export NUM_CORES = 4
export LEC_CHECK = 1
export CORE_UTILIZATION = 50
```

## /design/flow/constraint.sdc

```tcl
current_design map_vram_30x30

set clk_period 4.6
set clk_io_pct 0.2

create_clock -name clk0 -period $clk_period [get_ports {clk}]

set non_clock_inputs [all_inputs -no_clocks]
set_input_delay [expr $clk_period * $clk_io_pct] -clock clk0 $non_clock_inputs
set_output_delay [expr $clk_period * $clk_io_pct] -clock clk0 [all_outputs]
```

## /design/flow/design.v

```verilog
module map_vram_30x30(
    output logic [29:0] q,
    input [29:0] d,
    input [4:0] write_address, read_address,
    input we, clk
);
    logic [79:0] mem [29:0];
    always_ff @ (posedge clk) begin
        if (we)
        mem[write_address] <= d;
        q <= mem[read_address]; 
    end
endmodule
```

## /design/flow/run.sh

```bash
#!/bin/bash
# OpenROAD 26Q1-2900-gdf79404cd8, Yosys 0.63+post, stock flow scripts
make -C /OpenROAD-flow-scripts/flow DESIGN_CONFIG=/design/flow/config.mk WORK_HOME=/design/flow/orfs finish
```

==> metrics.yaml <==
final_layout:
  num-fill-cells: 5147
  syn_to_final_growth_pct: 14.8
  finish.utilization: 0.581
  final_common_cell: "edfxtp_1"
  layout-drive-gt1-share: 0.187
  final_cell_area_um2: 40800
  layout_top_cells: "edfxtp_1 (900), mux2i_1 (201), clkbuf_16 (93)"
power_and_ir_drop:
  power_density_nw_per_um2: 434
  clkPwrFrac: 0.415
  combPwrFrac: 0.050
  p_switching_w: 0.00358
  switching_share: 0.202
  sequentialPowerShare: 0.535
  internal_power_w: 0.0141
  p_leak_nw: 13.5
  ir_worst_vdd_mv: 0.317
  fin_total_pwr_w: 0.0177
global_route:
  grt_pass1_wl_mm: 119
  overflow: 0
  grt_usage: 0.259
  grt_pass1_vias: 18203
  grt_max_degree: 56
  antenna_found_initial: 1
clock_network:
  path_clk_slew_ns: 0.06
  htreeDepth: 3
  cts_setup_buffers: 0
  cts_sinks: 930
  cts.repair.resized: 0
  numCtsBuffers: 92
  cts_buffer_depth: 3
  ctsHoldBuffers: 0
  cts_root_buf: "clkbuf_16"
  cts_tree: "built"
  clock_latency_ns: 0.63
sta:
  skew_ns: 0.0175
  fin_tns_setup_ns: 0
  relSlewSlack: 0.426
  period_minus_slack_ns: 2.86
  rsz0062_at_grt: "false"
  hold_viol_final: 0
  period_used_share: 0.623
  worstMarginPinSlew_ns: 0.858
  fmax_mhz: 349
  timing.hold.ws_ns: 0.615
  setup_violations: 0
  slew_violations: 0
yosys:
  yosys.area_share.simple: 0.0288
  ys_warn_count: 1
  xor_share: 0
  yosysUniqueCellTypes: 37
  ys_ff: 930
  synth_area_um2: 35500
  mux_share: 0.142
  synth_area_per_cell_um2: 20.5
  netlist_instances: 1735
  ys_sh_aoi: 0.0319
  ys_top_logic_family: "multiplexers"
  yosysChipArea_um2: 35500
  yosys_cells: 1735
  synthAdderAreaFrac: 0
  postSynthSeqShare: 0.778
placement:
  routabilityCongestion: 0.888
  place_area_um2: 37800
  numPortBuffers: 71
  dp_hpwl_mm: 47.4
floorplan:
  die_w_um: 269
  io_pins: 72
  core_um2: 70100
  die_area_um2: 72100
  fp_util: 0.506
  die_y_um: 269
  rows: 97
job:
  cap_violations: 0
  tool_warnings: 25
route:
  firstDrtPassIters: 7
  wirelength_mm: 80.6
  ant_nets: 0
  vias_per_cell: 5.87
  drt_iter0_drc: 1048
  drc: 0
  vias: 17100
  routedWlPerCell_um: 27.7
worst_setup_path:
  crit_fanout: 15
  cp_data_arrival_time_ns: 3.20
  crit_required_ns: 4.93
  cpPeakStageDelay_ns: 0.72
  crit_chain: "clkdlybuf4s50_1 > or3b_2 > nor2_4 > buf_4"
  critPathBufInv: 2
  crit_path_start_kind: "input pin"
  critPathKind: "in2reg"
  end_kind: "flip-flop"
  cp_slowest_cell: "nor2_4"
  crit_family: "simple AND/OR/NAND/NOR gates"
outcome:
  status: "finished clean"
worst_hold_path:
  min_path_type: "reg2reg"
==> stage by stage <==
stage,worst slack (ns),instances
finish,1.74,2911
global route,1.64,2910
CTS,1.77,2910
detailed placement,1.10,2743
global placement,1.12,2743
floorplan,1.33,1735
==> path summary, 6_finish.rpt <==
check	cells after the start	start	to	slack (ns)
worst max-delay path	4	we	mem[12][21]	1.74
worst min-delay path	4	mem[10][23]	q[23]	0.62
worst max register to register	4	mem[24][21]	q[21]	3.12
worst min register to register	4	mem[10][23]	q[23]	0.62
==> routing by layer <==
layer / vias to the layer above / part of all wire / GRT usage
li1: 7501 / - / -
met1: 8538 / 0.35 / 0.371
met2: 951 / 0.47 / 0.364
met3: 106 / 0.16 / 0.184
met4: 4 / 0.018 / 0.0405
met5: - / 0.0018 / 0.0176
==> kinds of logic (layout without fill, tap and decap cells) <==
logic type | Yosys count | after routing
AND-OR/OR-AND | 171 | 171
buffers and inverters | 94 | 329
flip-flops | 930 | 930
multiplexers | 337 | 337
other | 0 | 1
AND/OR/NAND/NOR | 203 | 203
==> layout make-up <==
| cell class | instances | area, um2 | share of cell area |
|---|---|---|---|
| Antenna cell | 1 | 2.50 | 0.0000614 |
| Clock buffer | 123 | 2530 | 0.0620 |
| Clock inverter | 44 | 450 | 0.0110 |
| Multi-Input combinational cell | 711 | 7450 | 0.183 |
| Sequential cell | 930 | 27600 | 0.678 |
| Tap cell | 940 | 1180 | 0.0288 |
| Timing Repair Buffer | 162 | 1540 | 0.0377 |
==> state kept, by name, indices dropped and copies added (netlist names) <==
| name | cells |
|---|---|
| mem | 900 |
| q | 30 |
==> synth_stat cells, drive strengths merged <==
library cell    n  area share
or3b            5      0.0012
edfxtp        900        0.76
mux4          121       0.081
a21oi          23      0.0032
or2             1     0.00018
nand2          41      0.0043
nand2b         13      0.0023
and3b           1     0.00025
buf            74       0.017
o211ai          8      0.0017
nor3           15      0.0021
or3             3     0.00053
o22ai          45      0.0079
clkbuf         20      0.0026
nand3          47      0.0066
and3            1     0.00018
nor3b           1     0.00035
a21o           15      0.0032
nand4          15      0.0026
dfxtp          30       0.017
and2            4     0.00070
a22oi          66       0.014
nand3b          8      0.0019
mux2i         201       0.057
o21ai          14      0.0020
nor2           42      0.0044
nor2b           6      0.0011
mux2           15      0.0048
==> power by group through the flow <==
stage                 combinational [W]  clock, W  sequential, W
after CTS                      0.000900   0.00749        0.00947
final                          0.000887   0.00736        0.00947
after global routing           0.000963   0.00781        0.00948
==> worst register-to-register path: cells and delay by family (launching register included) <==
family	cells	cell delay (ns)
flops	1	0.38
mux	1	0.49
simple gates	2	0.36
compound gates	1	0.13
No activity file was given, so power comes from the tool's default toggle rates.
